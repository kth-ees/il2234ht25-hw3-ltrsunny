==> config.mk <==
export PLATFORM = sky130hd
export DESIGN_NAME = sequence_detector_behavioral
export DESIGN_NICKNAME = sequence_detector_behavioral
export VERILOG_FILES = /design/flow/design.v
export SDC_FILE = /design/flow/constraint.sdc
export NUM_CORES = 4
export LEC_CHECK = 1
export CORE_AREA = 10 10 70 70
export DIE_AREA = 0 0 80 80
==> constraint.sdc <==
current_design sequence_detector_behavioral

set clk_period 1.0
set clk_io_pct 0.2

create_clock -name clk0 -period $clk_period [get_ports {clk}]

set non_clock_inputs [all_inputs -no_clocks]
set_input_delay [expr $clk_period * $clk_io_pct] -clock clk0 $non_clock_inputs
set_output_delay [expr $clk_period * $clk_io_pct] -clock clk0 [all_outputs]
==> design.v <==
module sequence_detector_behavioral(
    input logic clk,
    input logic rst_n,
    input logic input_sequence,
    output logic detected
);
    typedef enum logic [2:0] {
        S0 = 3'b000,
        S1 = 3'b001,
        S2 = 3'b010, 
        S3 = 3'b011,
        S4 = 3'b100,
        S5 = 3'b101
    } state_t;
    state_t current_state, next_state;
    always_ff @(posedge clk or negedge rst_n) begin
        if (!rst_n) begin
            current_state <= S0;
        end else begin
            current_state <= next_state;
        end
    end
    always_comb begin
        case (current_state)
            S0: begin
                detected = 1'b0;
                next_state = input_sequence ? S1 : S0;
            end
            S1: begin
                detected = 1'b0;
                next_state = input_sequence ? S2 : S0;
            end
            S2: begin
                detected = 1'b0;
                next_state = input_sequence ? S3 : S0;
            end
            S3: begin
                detected = 1'b0;
                next_state = input_sequence ? S4 : S0;
            end
            S4: begin
                detected = 1'b0;
                next_state = input_sequence ? S5 : S0;
            end
            S5: begin
                detected = input_sequence ? 1'b1 : 1'b0;
                next_state = input_sequence ? S5 : S0;
            end
            default: begin
                detected = 1'b0;
                next_state = S0;
            end
        endcase
    end
endmodule
==> run.sh <==
#!/bin/bash
# OpenROAD 26Q1-2900-gdf79404cd8, Yosys 0.63+post, stock flow scripts
make -C /OpenROAD-flow-scripts/flow DESIGN_CONFIG=/design/flow/config.mk WORK_HOME=/design/flow/orfs finish
==> summary.txt <==
Status of the implementation.

- Among all stages on the critical path, the maximum delay recorded is 0.36 ns.
- The total internal power is 0.417 mW, for reference.
- The startpoint type of the worst setup path is a flop, for reference.
- In the synthesis report, Yosys lists the chip area as 194 um2.
- The report lists the number of standard-cell rows as 21.
- Entering global routing, the biggest net connects 7 pins.
- The aggregate negative setup slack is -0.0457 ns, for reference.
- In this design, the largest share of critical-path delay is due to flip-flops.
- The layout has 400 filler cells.
- Looking at the reg2reg group, the worst path starts from current_state[4]$_DFF_PN0_.
- The reported leakage power is 0.140 nW, for reference.
- The peak ir drop on the vdd network is 0.389 mV, for reference.
- The final reports fail on negative setup slack.
- The post-route netlist has 31.8% of its cells at a drive strength greater than 1.
- The library cell contributing the largest single delay on the critical path is sky130_fd_sc_hd__dfrtp_1, for reference.
- The worst max-slew margin expressed relative to the limit is 82.6%, for reference.
- The report lists the cells along the critical path as and2_1 > buf_2.
- After synthesis the netlist holds a flip-flop and latch count of 6.
- The detail-routed net length per standard cell is 4.72 um, for reference.
- The count of nets left with antenna violations once routing finished came out at 0.
- The synthesis report lists the Yosys warning total as 1.
- Between the synthesized netlist and the finished layout, the area growth was recorded as 63.2%.
- The startpoint of the most critical setup path is current_state[4]$_DFF_PN0_, for reference.
- The data arrival at the endpoint of the critical path is 0.85 ns, for reference.
- Setup repair after global routing could not meet its margin everywhere.
- The critical path is of the reg -> out type.
- The combinational cell area excluding buffers and inverters is 38.8 um2, for reference.
- The count of inserted antenna diode cells is 0, for reference.
- The met1 wire length is 123 um, for reference.
- CTS built an H-tree with a depth of 1.
- The final timing report counts setup violations totalling 1.
- The data required time of the critical path is 0.80 ns, for reference.
- The class of the tightest hold or removal check is in -> async, for reference.
- Each instance of the synthesized netlist takes up on average 14.9 um2.
- The detail-routed via count per cell is 1.71, for reference.
- The region available for standard cell placement spans 3420 um2.
- Per report_power, the combinational group accounts for 4.5% of the total.
- The CTS root buffer is sky130_fd_sc_hd__clkbuf_4, for reference.
- The share of total power dissipated in the clock network is 46.0%.
- The die covers 6400 um2.
- In the final layout, the registers with the most flip-flops are current_state: 6 flops.
- The residual overflow from global routing is 0, for reference.
- The final hold violation count recorded for this run is 0.
- The total global routing track utilization is 1.42%, for reference.
- The total of max-cap violations is 0, for reference.
- The warning total across the stage logs is 27, for reference.
- The first-pass GRT wire length is 614 um, for reference.
- TritonCTS built the clock tree.
- Per the breakdown, switching nets consume 18.9% of all power.
- The first routing iteration left 7 violations.
- The total routed wirelength is 321 um, for reference.
- Looking at the critical path, the highest net fanout was 2.
- After detailed routing, the met3 layer carries 101 um of wire.
- The pre-placement core utilization is 5.68%, for reference.
- Ranked by flip-flop count, first place goes to current_state.
- The worst register-to-register path has a setup slack of 0.25 ns.
- In the final run the clock tree shows a worst skew of 0.00747 ns.
- Post-route period utilization is reported as 105%.
- Across all setup checks in the final design, the least slack found is -0.0457 ns.
- CTS reports a maximum clock tree buffer depth of 2.
- In this run the critical register-to-register path is captured at current_state[4]$_DFF_PN0_.
- The top routing layer in use is met3, for reference.
- The initial antenna violation count is 0.
- Per the post-CTS timing run, clock transition at the registers of the reported paths is 0.05 ns.
- After layout, the minimum clock period comes to 1.05 ns.
- The horizontal die dimension is 80 um, for reference.
- The synthesized netlist occupies a cell area of 194 um2.
- The net load switching power is 0.0975 mW, for reference.
- Counting pins that exceed their max-slew limit in the final report gives 0.
- The sequential share of power is 49.5%, for reference.
- The via count of the first global-routing pass is 150, for reference.
- The register with the most flip-flops in the layout has 6 of them.
- The run finished, with violations left.
- The congestion estimate from routability-driven global placement came to 0.678.
- Sequential elements use 78.1% of the synthesized area.
- The buffer and inverter count on the worst path is 1, for reference.
- The number of library cell types mapped by synthesis is 5, for reference.
- After technology mapping, the gate count stands at 13.
- Per the skew report, the later register of the worst-skew pair sees a clock latency of 0.25 ns.
- The area taken by flip-flops and latches is 151 um2, for reference.
- The total half-perimeter wirelength after legalization and detailed placement is 241 um, for reference.
- The areal power density over the cells is 1630 nW/um2, for reference.
- The detailed route wirelength on metal2 is 96 um, for reference.
- TritonRoute reported its final design rule violation total as 0.
- The die height is 80 um, for reference.
- The worst register-to-register path has a depth of 2.
- The slew of the pin with the lowest slew margin is 0.261 ns, for reference.
- The maximum operating frequency is 956 MHz, for reference.
- The via count is 116, for reference.
- The total I/O pin count is 4, for reference.
- The worst setup path is captured at an output pin.
- The clock sink total is 6, for reference.
- The number of detailed-route iterations in the first pass is 2, for reference.
- The number of buffers created by CTS is 3, for reference.
- The post-layout total power is 0.515 mW, for reference.
- Per the placement log, port buffering inserted 3 buffers.
- The synthesized netlist was found by Yosys to have 13 cells.
[how the worst max path moves through the flow]
| stage | endpoint | slack, ns | cells past startpoint |
|---|---|---|---|
| 6_report | detected | -0.05 | 2 |
| 5_1_grt | detected | -0.1 | 2 |
| 4_1_cts | detected | -0.06 | 2 |
[cell type report]
cell class,count,area share [%]
clock buffer,4,8.30
timing repair buffer,5,12.3
multi-input combinational,6,12.3
inverter,1,1.19
tap,46,18.2
sequential,6,47.8
[synth_stat cells (all sizes together)]
| master | n | share of area, % |
|---|---|---|
| dfrtp | 5 | 65 |
| inv | 1 | 1.9 |
| dfstp | 1 | 14 |
| and2 | 5 | 16 |
| o21a | 1 | 3.9 |
[layout by cell type, fill, tap and decap left out]
cell	count
sky130_fd_sc_hd__o21a_1	1
sky130_fd_sc_hd__buf_4	2
sky130_fd_sc_hd__clkbuf_1	1
sky130_fd_sc_hd__buf_2	1
sky130_fd_sc_hd__and2_1	5
sky130_fd_sc_hd__clkdlybuf4s50_1	1
sky130_fd_sc_hd__clkbuf_4	3
sky130_fd_sc_hd__inv_1	1
sky130_fd_sc_hd__dlygate4sd2_1	1
sky130_fd_sc_hd__dfrtp_1	5
sky130_fd_sc_hd__dfstp_2	1
[what timing repair did]
action / 4_1_cts / 5_1_grt
buffers inserted: 1 / 0
resized: 4 / 0
hold buffers: 0 / 0
pin swaps: 1 / 0
endpoints found under the setup margin: 1 / 1
[power groups by stage]
stage | Combinational [mW] | Sequential [mW] | Clock (mW)
4_1_cts | 0.0238 | 0.255 | 0.250
5_1_grt | 0.0271 | 0.255 | 0.280
6_report | 0.0231 | 0.255 | 0.237
[per-layer routing]
| metal | track usage [%] | vias up |
|---|---|---|
| met1 | 1.14 | 52 |
| met4 | 0.352 | 0 |
| met2 | 1.44 | 7 |
| li1 | - | 57 |
| met3 | 2.73 | 0 |
| met5 | 0 | - |
[kinds of logic after synthesis]
kind of cell	share of synthesized area, %
flops	78.1
simple gates	16.1
compound gates	3.87
buf+inv	1.93
[metrics by stage]
step                      area, um2  util, %  instances  hold WS [ns]  setup slack [ns]
final                           317     9.27         68         0.188           -0.0457
after global routing            317     9.27         68         0.193           -0.0961
after CTS                       317     9.27         68         0.186           -0.0650
after detailed placement        289     8.46         63         0.442            -0.450
after global placement          289     8.46         63         0.440            -0.446
after floorplan                 194        -         13       -0.0956             0.326
No activity file was given, so power comes from the tool's default toggle rates.
