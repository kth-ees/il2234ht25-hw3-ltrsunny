`./run.sh`:
```
#!/bin/bash
# OpenROAD 26Q1-2900-gdf79404cd8, Yosys 0.63+post, stock flow scripts
make -C /OpenROAD-flow-scripts/flow DESIGN_CONFIG=/design/flow/config.mk WORK_HOME=/design/flow/orfs finish
```
`./config.mk`:
```
export PLATFORM = sky130hd
export DESIGN_NAME = average_calculator
export DESIGN_NICKNAME = average_calculator
export VERILOG_FILES = /design/flow/design.v
export SDC_FILE = /design/flow/constraint.sdc
export NUM_CORES = 4
export LEC_CHECK = 1
export CORE_AREA = 10 10 105 105
export DIE_AREA = 0 0 115 115
```
`./constraint.sdc`:
```
current_design average_calculator

set clk_period 4.2
set clk_io_pct 0.2

create_clock -name clk0 -period $clk_period [get_ports {clk}]

set non_clock_inputs [all_inputs -no_clocks]
set_input_delay [expr $clk_period * $clk_io_pct] -clock clk0 $non_clock_inputs
set_output_delay [expr $clk_period * $clk_io_pct] -clock clk0 [all_outputs]
```
`./design.v`:
```
module average_calc_controller #(parameter n = 4) (
    input logic clk,
    input logic rst_n,
    input logic start,
    output logic init_sum,
    output logic init_shift,
    output logic load,
    output logic shift,
    output logic done
);
    typedef enum logic [2:0] {
        S_IDLE,
        S_INIT,
        S_INPUT,
        S_CALCULATE,
        S_DONE
    } state_t;
    state_t state_reg, state_next;
    localparam CNT_WIDTH = $clog2(n);
    logic [CNT_WIDTH-1:0] cycle_counter;
    always_ff @(posedge clk or negedge rst_n) begin
        if (!rst_n) begin
            state_reg <= S_IDLE;
        end else begin
            state_reg <= state_next;
        end
    end
    always_ff @(posedge clk or negedge rst_n) begin
        if (!rst_n) begin
            cycle_counter <= '0;
        end else if (state_reg == S_INIT) begin
            cycle_counter <= '0;
        end else if (state_reg == S_INPUT) begin
            cycle_counter <= cycle_counter + 1'b1;
        end
    end
    always_comb begin
        state_next = state_reg;  
        case (state_reg)
            S_IDLE: begin
                if (start) begin
                    state_next = S_INIT;
                end
            end
            S_INIT: begin
                state_next = S_INPUT;
            end
            S_INPUT: begin
                if (cycle_counter == n-1) begin
                    state_next = S_CALCULATE;
                end else begin
                    state_next = S_INPUT;
                end
            end
            S_CALCULATE: begin
                state_next = S_DONE;
            end
            S_DONE: begin
                state_next = S_IDLE;   
            end
            default: state_next = S_IDLE;
        endcase
    end
    always_comb begin
        init_sum   = 1'b0;
        init_shift = 1'b0;
        load       = 1'b0;
        shift      = 1'b0;
        done       = 1'b0;
        case (state_reg)
            S_IDLE:      ;  
            S_INIT:      begin 
                init_sum = 1'b1; 
                init_shift = 1'b1; 
            end
            S_INPUT:     load = 1'b1;
            S_CALCULATE: shift = 1'b1;
            S_DONE:      done = 1'b1;
            default:     ;  
        endcase
    end
endmodule
module average_calc_datapath #(
    parameter m = 8,
    parameter n = 4
) (
    input logic clk,
    input logic rst_n,
    input logic load,
    input logic shift, 
    input logic init_sum,
    input logic init_shift,
    input logic [m-1:0] inputx,
    output logic [m-1:0] result
);
    localparam k = $clog2(n);   
    localparam acc_width = m + k;   
    logic [acc_width-1:0] accumulator;
    logic [m-1:0] result_reg;
    always_ff @(posedge clk or negedge rst_n) begin
        if (!rst_n) begin
            accumulator <= 0;
        end else if (init_sum) begin
            accumulator <= 0;
        end else if (load) begin
            accumulator <= accumulator + inputx;
        end
    end
    always_ff @(posedge clk or negedge rst_n) begin
        if (!rst_n) begin
            result_reg <= 0;
        end else if (init_shift) begin
            result_reg <= 0;
        end else if (shift) begin
            result_reg <= (accumulator + (n >> 1)) >> k;
        end
    end
    assign result = result_reg;
endmodule
module average_calculator #(parameter m = 8, parameter n = 4) (
    input logic clk,
    input logic rst_n,
    input logic start,
    input logic [m-1:0] inputx,
    output logic [m-1:0] result,
    output logic done
);
    logic init_sum, init_shift, load, shift;
    average_calc_controller #(.n(n)) controller (
        .clk(clk),
        .rst_n(rst_n),
        .start(start),
        .init_sum(init_sum),
        .init_shift(init_shift),
        .load(load),
        .shift(shift),
        .done(done)
    );
    average_calc_datapath #(.m(m), .n(n)) datapath (
        .clk(clk),
        .rst_n(rst_n),
        .load(load),
        .shift(shift),
        .init_sum(init_sum),
        .init_shift(init_shift),
        .inputx(inputx),
        .result(result)
    );
endmodule
```
==> impl_metrics.tcl <==
# implementation run metrics
set metrics [dict create \
    status "finished, final reports clean" \
    pin_count 20 \
    synthSimpleGateAreaFrac 0.1597 \
    track_usage 0.04431 \
    hold_buffers 0 \
    antennaDiodeCount 0 \
    cts_resized 0 \
    gp_congestion 0.8001 \
    ys_warn_count 2 \
    endpoint_kind "register" \
    flop_cell "dfrtp_1" \
    grt_start_max_net_pins 26 \
    clk_latency_ps 260 \
    postCtsSetupBuffers 0 \
    dp_slack_ps 1207 \
    drt_iter0_drc 86 \
    startpoint "inputx[0]" \
    fin_tns_setup_ps 0 \
    ys_cells 144 \
    viasPerCell 3.804 \
    power.internal_w 0.0003263 \
    root_buffer "clkbuf_8" \
    worstPathMaxFanout 2 \
    vias 1031 \
    adder_share 0.09957 \
    slew_viol_final 0 \
    lay_top_cells "dfrtp_1, nor2_1, clkdlybuf4s50_1" \
    setup_viol 0 \
    ys_ff 25 \
    drc 0 \
    r2r_cells 8 \
    placedInstanceArea_mm2 0.001770 \
    htreeDepth 1 \
    reg2reg_to "datapath.accumulator[8]$_DFFE_PN0P_" \
    finalClockSkew_ps 2.670 \
    path_clk_slew_ps 80 \
    whs_path_depth 1 \
    ys_sh_mux 0.06352 \
    finalCritPeriodShare 0.6387 \
    grt_pass1_vias 1053 \
    p_sw_w 0.00008972 \
    hold_end "controller.state_reg[0]$_DFF_PN1_" \
    synthXorXnorAreaFrac 0.06609 \
    synthArstFlopShare 1.000 \
    ff2ff_setup_slack_ps 2210 \
    grt_pass1_wl_mm 4.926 \
    aoi_share 0.1494 \
    die_y_um 115 \
    antenna_found_initial 0 \
    die_w_um 115 \
    hp-class "reg2reg" \
    cts_tree "yes" \
    clkPwrFrac 0.334 \
    min_period_ps 2682 \
    max_freq_mhz 372.8 \
    drive_above_1_share 0.06135 \
    drt.antenna.violating_nets 0 \
    cp.arrival_ps 2830 \
    initCoreUtil 0.1663 \
    firstDrtPassIters 4 \
    p_comb_frac 0.088 \
    ys_seq_share 0.4300 \
    fp.coreArea_mm2 0.008763 \
    crit_path_start_kind "input port" \
    maxCapViolCount 0 \
    rows 34 \
    worst_slew_pin_slew_ps 791.9 \
    largest_reg_flops 10 \
    ys_types 35 \
    port_buffers 19 \
    syn_area_mm2 0.001458 \
    fin_ws_ps 1518 \
    slowest_delay_ps 470 \
    p_leak_nw 0.7546 \
    worstPathRequired_ps 4350 \
    ys_chip_area_mm2 0.001458 \
    relSlewSlack 0.4720 \
    seq_power_share 0.578 \
    clockBufferDepth 2 \
    p_per_area_mw_per_mm2 229.1 \
    area_growth_pct 24.55 \
    synth-edff-count 0 \
    layout.cells.most_common "dfrtp_1" \
    path_cells "clkdlybuf4s50_1 > ha_1 > inv_1 > fa_1 > nor2b_1 > o31a_1 > o21ai_2 > a31oi_1 > mux2_1" \
    warning_count 25 \
    cts_buffers 3 \
    ir_drop_v 0.00005935 \
    min-delay-start "controller.state_reg[1]$_DFF_PN0_" \
    timing.rr.start "datapath.accumulator[0]$_DFFE_PN0P_" \
    design_area_mm2 0.001815 \
    syn_inst 144 \
    switching_share 0.2157 \
    die_area_mm2 0.01323 \
    criticalPathCategory "in2reg" \
    dp_hpwl_mm 2.300 \
    critPathSlowestCell "clkdlybuf4s50_1" \
    grt_overflow 0 \
    avgRoutedWirePerCell_um 10.83 \
    top_logic_kind "simple AND/OR/NAND/NOR gates" \
    avgSynthCellArea_um2 10.12 \
    numClockSinks 25 \
    rsz0062_at_grt "false" \
    drt_wl_total_mm 2.934 \
    finalHoldViolations 0 \
]
## metrics by stage
step	hold slack [ps]	util	total power (W)	std cells
floorplan	405.4	-	0.0002630	144
global placement	448.2	0.2020	0.0002820	267
detailed placement	447.3	0.2020	0.0002827	267
CTS	467.6	0.2072	0.0004213	271
global route	479.5	0.2072	0.0004388	271
finish	459.5	0.2072	0.0004160	271
## cell families (layout without fill, tap and decap cells)
family,Yosys count,after routing
mux,9,9
flops,25,25
fa+ha+maj,11,11
buf+inv,12,31
simple gates,47,47
xor+xnor,11,11
compound gates,29,29
## cells in the mapped netlist (all sizes together), types with 2 or more instances
library cell / instances / area (µm²)
a21o: 2 / 15.01
ha: 10 / 125.1
mux2: 2 / 22.52
mux2i: 7 / 70.07
nand2b: 3 / 18.77
and2: 3 / 21.27
nor2b: 3 / 18.77
dfrtp: 24 / 600.6
nand2: 2 / 7.510
nor2: 22 / 82.58
clkbuf: 4 / 15.01
xnor2: 6 / 52.55
nor3b: 2 / 15.01
a21oi: 5 / 25.02
inv: 7 / 26.28
xor2: 5 / 43.79
a211oi: 9 / 67.56
and3: 3 / 18.77
o21ai: 5 / 28.78
o21a: 2 / 22.52
nand3: 7 / 35.03
## metal layers
layer  vias to the layer above  global-route usage  part of all wire
met5                         -                   0                 0
met1                       468             0.06223              0.51
li1                        543                   -                 -
met4                         0            0.007426             0.016
met2                        18             0.07170              0.43
met3                         2            0.006857             0.037
## worst max-delay path, delay by kind of cell
kind            cells  cell delay (ps)
compound gates      3              430
mux                 1              330
simple gates        1              160
buf+inv             2              520
fa+ha+maj           2              560
## how the worst max path moves through the flow
stage | slack (ps) | end | cells after the start
finish | 1520 | datapath.accumulator[8]$_DFFE_PN0P_ | 9
global route | 1400 | datapath.accumulator[8]$_DFFE_PN0P_ | 9
CTS | 1490 | datapath.accumulator[8]$_DFFE_PN0P_ | 9
## power groups by stage
stage / logic, W / clock network, W / registers, W
CTS: 0.0000375 / 0.000143 / 0.000240
global route: 0.0000416 / 0.000157 / 0.000241
finish: 0.0000365 / 0.000139 / 0.000240
## area by class of cell
type	count	area, µm²
Tap cell	108	135.1
Clock buffer	4	45.04
Sequential cell	25	626.9
Timing Repair Buffer	20	197.7
Fill cell	955	6948
Multi-Input combinational cell	107	784.5
Inverter	7	26.28
Power is estimated from default activity; no workload was simulated.
