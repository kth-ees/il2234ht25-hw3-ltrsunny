===== config.mk =====
export PLATFORM = sky130hd
export DESIGN_NAME = serial_communication
export DESIGN_NICKNAME = serial_communication
export VERILOG_FILES = /design/flow/design.v
export SDC_FILE = /design/flow/constraint.sdc
export NUM_CORES = 4
export LEC_CHECK = 1
export CORE_AREA = 10 10 70 70
export DIE_AREA = 0 0 80 80

===== constraint.sdc =====
current_design serial_communication

set clk_period 2.0
set clk_io_pct 0.2

create_clock -name clk0 -period $clk_period [get_ports {clk}]

set non_clock_inputs [all_inputs -no_clocks]
set_input_delay [expr $clk_period * $clk_io_pct] -clock clk0 $non_clock_inputs
set_output_delay [expr $clk_period * $clk_io_pct] -clock clk0 [all_outputs]

===== design.v =====
module serial_communication(
    input logic clk,
    input logic rst_n,
    input logic serData,
    output logic outValid
);
typedef enum logic [2:0] {
    S_IDLE,   
    S1,       
    S2,       
    S3,       
    S4,       
    S5,       
    S6        
} state_t;
state_t current_state;   
state_t next_state;      
logic [4:0] data_cnt;    
always_ff @(posedge clk or negedge rst_n) begin
    if (!rst_n) begin
        current_state <= S_IDLE;   
    end else begin
        current_state <= next_state;   
    end
end
always_comb begin
    next_state = current_state;   
    case (current_state)
        S_IDLE: begin
            if (serData == 1'b0) begin   
                next_state = S1;
            end
        end
        S1: begin
            if (serData == 1'b1) begin   
                next_state = S2;
            end else begin
                next_state = S_IDLE;     
            end
        end
        S2: begin
            if (serData == 1'b1) begin   
                next_state = S3;
            end else begin
                next_state = S_IDLE;
            end
        end
        S3: begin
            if (serData == 1'b0) begin   
                next_state = S4;
            end else begin
                next_state = S_IDLE;
            end
        end
        S4: begin
            if (serData == 1'b1) begin   
                next_state = S5;
            end else begin
                next_state = S_IDLE;
            end
        end
        S5: begin
            if (serData == 1'b0) begin   
                next_state = S6;
            end else begin
                next_state = S_IDLE;
            end
        end
        S6: begin
            if (data_cnt == 5'd31) begin   
                next_state = S_IDLE;
            end
        end
        default: next_state = S_IDLE;   
    endcase
end
always_ff @(posedge clk or negedge rst_n) begin
    if (!rst_n) begin
        data_cnt <= 5'd0;   
    end else begin
        if (current_state == S6) begin
            data_cnt <= data_cnt + 1'b1;   
        end else begin
            data_cnt <= 5'd0;   
        end
    end
end
assign outValid = (current_state == S6) ? 1'b1 : 1'b0;
endmodule

===== run.sh =====
#!/bin/bash
# OpenROAD 26Q1-2900-gdf79404cd8, Yosys 0.63+post, stock flow scripts
make -C /OpenROAD-flow-scripts/flow DESIGN_CONFIG=/design/flow/config.mk WORK_HOME=/design/flow/orfs finish

==> results.txt <==
run metrics: status finished clean, Die Y 80 µm, antenna violations before repair 0, Num CTS Buffers 3, Log Warnings 25, Final Critical Period 1.638 ns, cycle use final 81.88%, YS warnings 1, VDD IR-drop max 0.4436 mV, CTS tree built, global-route usage over all layers 2.530%, vias in the first global route 272, via count 261, Leak Pwr 0.2732 nW, Buffers & Inverters on Critical Path 1, Slew headroom 65.29%, Top cell area share 59.30%, Hold Fails Final Rpt 0, GRT Residual Overflow 0, share of cells above drive strength 1 13.95%, Synth Seq Share 64.96%, routability cong. 0.7642, total power 0.4880 mW, first-pass GRT wire length 1262 µm, CP peak stage delay 0.52 ns, Post-CTS Setup Bufs 0, Critical Path End Type output port, chip area in the Yosys report 464.2 µm², Core Area 3416 µm², ys flops 12, Worst-path clk slew 0.07 ns, Row Count 21, CTS max path bufs 2, Worst Setup Path Type flip-flop to output port, port bufs 3, Power per Cell Area 829.9 nW/µm², WP data required 1.60 ns, # DRC 0, CP Launch Type flip-flop, pre-CTS setup slack 0.5953 ns, Area after DPL 551.8 µm², Finish-stage setup viols 0, crit-path cells clkdlybuf4s50_1, Clock Skews 0.0006111 ns, smallest setup slack after layout 0.3624 ns, DRT iter0 DRCs 1, placed cell count 85, Clock Tree Root clkbuf_4, WL/cell 7.944 µm, mean post-synth cell area 12.89 µm², RSZ-0062 raised after global routing no, Fill cells 391, FP Core Util 13.59%, post-route ant nets 0, die area 6400 µm², Final Non-Filler Cells 89, area grow syn2layout 26.68%, CTS Hold Buffers Added 0, final setup TNS 0 ns, utilization after layout 17.22%, ANT cells 0, Yosys Instances 36, I/O pins 4, H-tree depth 1, Max FO, Critical Path 7, worst min path class flip-flop to flip-flop, area leader, netlist dfrtp_1, biggest area cells dfrtp_1 59%, and2_1 6.7%, dfstp_2 5.7%, fin area 588.1 µm², clock latency (worst-skew pair) 0.27 ns, DR pass1 iterations 2, count of cell types in the netlist 17, Post-Synthesis Cells 36, Max Freq 610.7 MHz, Clock Sinks 12, critical path arrival 1.24 ns, count of pins over their slew limit 0, Worst path top cell family by delay buffers and inverters, Slowest cell on crit path clkdlybuf4s50_1, Max Cap Viol 0, Hold WS 0.4626 ns, DR vias/cell 2.933, Routed Wire Length 707 µm, post-CTS sizing 0, Slew @ Worst Pin 0.5190 ns, Die X 80 µm, largest net degree at the start of global routing 13, synthesized cell area 464.2 µm²
==> cell type report <==
class	instances	area [µm²]	area share (%)
Clock buffer	4	36.28	6.170
Inverter	2	7.507	1.277
Multi-Input combinational cell	22	155.1	26.38
Sequential cell	12	301.5	51.28
Tap cell	46	57.56	9.787
Timing Repair Buffer	3	30.03	5.106
==> cells in the mapped netlist <==
cell type / n
and3_1: 1
nor4_1: 1
xnor2_1: 1
nand3_1: 1
nor4b_2: 1
nor2_1: 2
dfrtp_1: 11
inv_1: 2
o22ai_1: 1
nand2b_1: 1
mux2i_1: 1
nand2_1: 2
and2_1: 5
and2b_1: 2
dfstp_2: 1
ha_1: 2
o21ai_1: 1
==> registers in the layout, indices dropped and copies added (netlist names) <==
name and count:
data_cnt 5, current_state 7
==> kinds of logic (layout without fill, tap and decap cells) <==
logic type      Yosys count  count (layout)  synth area share (%)
flops                    12              12                 64.96
simple gates             16              16                 21.56
xor+xnor                  1               1                 1.887
compound gates            2               2                 2.426
fa+ha+maj                 2               2                 5.390
mux                       1               1                 2.156
buf+inv                   2               9                 1.618
==> path summary, 6_finish.rpt <==
kind | start | endpoint | slack (ns) | depth (start not counted)
min in group asynchronous | rst_n | data_cnt[0] | 0.47 | 1
worst min-delay path | data_cnt[0] | data_cnt[0] | 0.46 | 1
max in group asynchronous | rst_n | current_state[0] | 1.17 | 1
worst max register to register | data_cnt[0] | data_cnt[4] | 0.66 | 4
worst max-delay path | current_state[3] | outValid | 0.36 | 1
worst min register to register | data_cnt[0] | data_cnt[0] | 0.46 | 1
==> report_power, final <==
| part | switching, mW | internal [mW] | leakage (nW) |
|---|---|---|---|
| clock network | 0.0747 | 0.111 | 0.0210 |
| registers | 0.0117 | 0.259 | 0.161 |
| logic | 0.0143 | 0.0181 | 0.0917 |
==> layer usage <==
layer  global-route usage, %  part of all wire, %
met3                   1.591                  7.6
met1                   4.058                   61
met5                       0                    0
met2                   2.729                   32
met4                  0.1761                    0
==> placed cells by master, fill, tap and decap left out, drive strengths merged <==
cell / count
dfrtp: 11
inv: 2
clkdlybuf4s50: 3
mux2i: 1
clkbuf: 4
nor4b: 1
nand2b: 1
o22ai: 1
dfstp: 1
o21ai: 1
ha: 2
and2: 5
and2b: 2
nor4: 1
xnor2: 1
nand2: 2
nor2: 2
and3: 1
nand3: 1
Power is estimated from default activity; no workload was simulated.
